$ cat flow/design.v
`timescale 1s / 1ms
module mode(clk_05hz,clk_2hz,sw0, sw1, outyl1, outyl2, train1, train2);
    input clk_05hz,clk_2hz,sw0, sw1;
    output reg outyl1, outyl2, train1, train2;
    always @ (clk_05hz,clk_2hz,sw0,sw1) begin
        if (sw0 == 1) begin
            if (sw1 == 1) begin
                outyl1 <= clk_05hz;
                outyl2 <= clk_05hz;
                train1 <= clk_2hz;
                train2 <= ~clk_2hz;
            end
            else begin
                outyl1 <= clk_05hz;
                outyl2 <= clk_05hz;
                train1 <= 1'b0;
                train2 <= 1'b0;
            end
        end
        else begin
            if (sw1 == 1) begin
                outyl1 <= 1'b0;
                outyl2 <= 1'b0;
                train1 <= clk_2hz;
                train2 <= ~clk_2hz;
            end
            else begin
                outyl1 <= 1'b0;
                outyl2 <= 1'b0;
                train1 <= 1'b0;
                train2 <= 1'b0;
            end
        end
    end
endmodule    
module count_time1(clk_1hz,G1,Y1,sw0,set,rst,seg,run);
input clk_1hz,sw0,set,rst,run;
input [7:0] G1,Y1;
output [7:0] seg;
reg [7:0] pre_count=8'd7,count=8'd7;
assign seg[7:0] =        count == 8'd100 ? 8'b1010_1010 :
                         count == 8'd88 ?  9'b1000_1000 :
                         count == 8'd30 ?  8'b0011_0000 :
                         count == 8'd29 ?  8'b0010_1001 :
                         count == 8'd28 ?  8'b0010_1000 :
                         count == 8'd27 ?  8'b0010_0111 :
                         count == 8'd26 ?  8'b0010_0110 :
                         count == 8'd25 ?  8'b0010_0101 :
                         count == 8'd24 ?  8'b0010_0100 :
                         count == 8'd23 ?  8'b0010_0011 :
                         count == 8'd22 ?   8'b0010_0010 :
                         count == 8'd21 ?   8'b0010_0001 :
                         count == 8'd20 ?  8'b0010_0000 :
                         count == 8'd19 ?  8'b0001_1001 :
                         count == 8'd18 ?  8'b0001_1000 :
                         count == 8'd17 ?  8'b0001_0111 :
                         count == 8'd16 ?  8'b0001_0110 :
                         count == 8'd15 ?  8'b0001_0101 :
                         count == 8'd14 ?  8'b0001_0100 :
                         count == 8'd13 ?  8'b0001_0011 :
                         count == 8'd12 ?  8'b0001_0010 :
                         count == 8'd11 ? 8'b0001_0001 :
                         count == 8'd10 ? 8'b0001_0000 :
                         count == 8'd9 ?  8'b0000_1001 :
                         count == 8'd8 ?  8'b0000_1000 :
                         count == 8'd7 ?  8'b0000_0111 :
                         count == 8'd6 ?  8'b0000_0110 :
                         count == 8'd5 ?  8'b0000_0101 :
                         count == 8'd4 ?  8'b0000_0100 :
                         count == 8'd3 ?  8'b0000_0011 :
                         count == 8'd2 ?  8'b0000_0010 :
                                         8'b0000_0001 ;
    always @(posedge clk_1hz) begin
    if(rst) begin
    pre_count<= 8'd7;
    count<= 8'd88;
    end
    else if(run) begin
    pre_count<= G1;
    count<=8'd88;
    end
    else if (sw0) begin
    pre_count <= G1;
      count <= 8'd100;
    end
    else if (set) begin
    pre_count <= G1;
      count <= G1;
    end
    else if (count > 1) begin
      if(count==8'd100|| count==8'd88) count<=G1;
      else
      count <= count - 1;
    end
    else begin
        case (pre_count)
        G1+Y1: begin
        count <= G1;
        pre_count<=G1;end
        G1: begin
        count <= Y1;
        pre_count <=Y1;end
        Y1: begin
        count <= G1+Y1;
        pre_count <=G1+Y1;
        end
        default:begin
        pre_count<= G1;
        count<= G1+1;
        end
      endcase
end
end
endmodule
module count_time2(clk_1hz,G1,Y1,sw0,set,rst,seg,run);
input clk_1hz,sw0,set,rst,run;
input [7:0] G1,Y1;
output [7:0] seg;
reg [7:0] pre_count=8'd10,count=8'd10;
assign seg[7:0] =        count == 8'd100 ? 8'b1010_1010 :
                         count == 8'd88 ?  9'b1000_1000 :
                         count == 8'd30 ?  8'b0011_0000 :
                         count == 8'd29 ?  8'b0010_1001 :
                         count == 8'd28 ?  8'b0010_1000 :
                         count == 8'd27 ?  8'b0010_0111 :
                         count == 8'd26 ?  8'b0010_0110 :
                         count == 8'd25 ?  8'b0010_0101 :
                         count == 8'd24 ?  8'b0010_0100 :
                         count == 8'd23 ?  8'b0010_0011 :
                         count == 8'd22 ?   8'b0010_0010 :
                         count == 8'd21 ?   8'b0010_0001 :
                         count == 8'd20 ?  8'b0010_0000 :
                         count == 8'd19 ?  8'b0001_1001 :
                         count == 8'd18 ?  8'b0001_1000 :
                         count == 8'd17 ?  8'b0001_0111 :
                         count == 8'd16 ?  8'b0001_0110 :
                         count == 8'd15 ?  8'b0001_0101 :
                         count == 8'd14 ?  8'b0001_0100 :
                         count == 8'd13 ?  8'b0001_0011 :
                         count == 8'd12 ?  8'b0001_0010 :
                         count == 8'd11 ? 8'b0001_0001 :
                         count == 8'd10 ? 8'b0001_0000 :
                         count == 8'd9 ?  8'b0000_1001 :
                         count == 8'd8 ?  8'b0000_1000 :
                         count == 8'd7 ?  8'b0000_0111 :
                         count == 8'd6 ?  8'b0000_0110 :
                         count == 8'd5 ?  8'b0000_0101 :
                         count == 8'd4 ?  8'b0000_0100 :
                         count == 8'd3 ?  8'b0000_0011 :
                         count == 8'd2 ?  8'b0000_0010 :
                                         8'b0000_0001 ;
  always @(posedge clk_1hz) begin
    if(rst) begin
    pre_count <= 8'd10;
        count <= 8'd88;
        end
    else if(run) begin
        pre_count <= G1+Y1;
        count <= 8'd88;
    end
    else if (sw0) begin
    pre_count <= G1+Y1;
      count <= 8'd100;
    end
    else if(set) begin
    pre_count <= G1+Y1;
    count <= G1+Y1;
    end
    else if (count > 1) begin
    if(count==8'd100|| count==8'd88) count=G1+Y1;
    else
      count <= count - 1;
    end
    else begin
        case (pre_count)
        G1+Y1: begin
        count <= G1;
        pre_count<=G1;end
        G1: begin
        count <= Y1;
        pre_count <=Y1;end
        Y1: begin
        count <= G1+Y1;
        pre_count <=G1+Y1;
        end
        default:begin
        pre_count<= G1+Y1;
        count<= G1+Y1+1;
        end
      endcase
    end
  end
  endmodule
module FSM(traffic1,traffic2,clk_1hz,rst,set,run,sw0,G1,Y1);
input clk_1hz,set,sw0,rst,run;
input [7:0] G1,Y1;
output reg [2:0] traffic1,traffic2;
reg [2:0] state=3'd0, next_state=3'd0;
reg [7:0] counter=8'd1;
  parameter 
        RED		= 3'b001,
        YELLOW	= 3'b101,
        GREEN	= 3'b100;
    parameter		 
        S0 = 3'd0,	 
        S1 = 3'd1,	 
        S2 = 3'd2,	 
        S3 = 3'd3,	 
        OFF =3'd4;
   always @(state) begin
        case (state)
            S0: begin
                    traffic1 = GREEN;
                    traffic2 = RED;
                end
            S1: begin
                    traffic1 = YELLOW;
                    traffic2 = RED;
                end
            S2: begin
                    traffic1 = RED;
                    traffic2 = GREEN;
                end
            S3: begin
                    traffic1 = RED;
                    traffic2 = YELLOW;
                end
            OFF:begin
                    traffic1 = 3'b000;
                    traffic2 = 3'b000;
                end
            default: begin 
                    traffic1 = 3'b000;
                    traffic2 = 3'b000;
                    end
        endcase
    end
    always @(posedge clk_1hz) begin
          if(rst) begin
                state<=OFF;
                counter<=8'd2;
                  end
          else if(run) begin
                state<=OFF;
                  end
          else if(set) begin
                state<=OFF;
                  end
          else if(sw0) begin
                state<=OFF;
                end
          else begin
                state <= next_state;
                end
    case (state)
        S0:if (counter < G1) begin
                    counter <= counter + 8'd1;
                end else begin
                    next_state <= S1;
                    counter <= 8'd1;
                    end
        S1:if (counter < Y1) begin
                    counter <= counter + 8'd1;
                end else begin
                    next_state <= S2;
                    counter <= 8'd1;
                end
        S2:   if (counter < G1) begin
                    counter <= counter + 8'd1;
                end else begin
                    next_state <= S3;
                    counter <= 8'd1;
                end
        S3:  if (counter < Y1) begin
                    counter <= counter + 8'd1;
                end else begin
                    next_state <= S0;
                    counter <= 8'd1;
                end
        OFF: begin
                    next_state<=S0;
                    counter<=8'd2;
                    end
    endcase
end
endmodule
module clk_divider_1hz(
   input clock_in,
output reg clock_out);
reg[27:0] counter=28'd0;
parameter DIVISOR = 28'd125000000;
always @(posedge clock_in)
begin
 counter <= counter + 28'd1;
 if(counter>=(DIVISOR-1))
  counter <= 28'd0;
 clock_out <= (counter<DIVISOR/2)?1'b1:1'b0;
end
endmodule
module clk_divider_05hz(
     input clock_in,
output reg clock_out);
reg[27:0] counter=28'd0;
parameter DIVISOR = 28'd250000000;
always @(posedge clock_in)
begin
 counter <= counter + 28'd1;
 if(counter>=(DIVISOR-1))
  counter <= 28'd0;
 clock_out <= (counter<DIVISOR/2)?1'b1:1'b0;
end
endmodule
module clk_divider_2hz(
     input clock_in,
output reg clock_out);
reg[27:0] counter=28'd0;
parameter DIVISOR = 28'd62500000;
always @(posedge clock_in)
begin
 counter <= counter + 28'd1;
 if(counter>=(DIVISOR-1))
  counter <= 28'd0;
 clock_out <= (counter<DIVISOR/2)?1'b1:1'b0;
end
endmodule  
module main_proj ( 
input clk,sw0,sw1,bgreen1,bgreen2,byellow1,byellow2,set,rst,run,
output [7:0] seg1,
output [7:0] seg2,
output [2:0] traffic1,traffic2,
output outyl1,outyl2,
output train1,train2);
wire clk_1hz,clk_2hz,clk_05hz;
reg [7:0] Y_to_R_delay=8'd3;
reg [7:0] G_to_Y_delay=8'd7;
    clk_divider_05hz divider05(clk,clk_05hz);
    clk_divider_1hz divider1(clk,clk_1hz);
    clk_divider_2hz divider2(clk,clk_2hz);
    count_time1 c2(.clk_1hz(clk_1hz),.G1(G_to_Y_delay),.Y1(Y_to_R_delay),.sw0(sw0),.set(set),.seg(seg1),.rst(rst),.run(run));
    count_time2 c1(.clk_1hz(clk_1hz),.G1(G_to_Y_delay),.Y1(Y_to_R_delay),.sw0(sw0),.set(set),.seg(seg2),.rst(rst),.run(run));
    mode m1(.clk_2hz(clk_2hz),.clk_05hz(clk_05hz),.sw0(sw0), .sw1(sw1), .outyl1(outyl1), .outyl2(outyl2), .train1(train1), .train2(train2));
    FSM f1(.traffic1(traffic1),.traffic2(traffic2),.clk_1hz(clk_1hz),.rst(rst),.run(run),.set(set),.sw0(sw0),.G1(G_to_Y_delay),.Y1(Y_to_R_delay));
    always @(posedge clk_1hz)
    begin
    if(rst) begin 
    Y_to_R_delay<=8'd3;
    G_to_Y_delay<=8'd7;
    end
    else if(set) begin
    if(byellow1) Y_to_R_delay<=Y_to_R_delay+8'd1;
    else if(byellow2) Y_to_R_delay<=Y_to_R_delay-8'd1;
    else if(bgreen1) G_to_Y_delay<=G_to_Y_delay+8'd1;
    else if(bgreen2) G_to_Y_delay<=G_to_Y_delay-8'd1;
    end
    end
endmodule
$ cat flow/run.sh
#!/bin/bash
# OpenROAD 26Q1-2900-gdf79404cd8, Yosys 0.63+post, stock flow scripts
make -C /OpenROAD-flow-scripts/flow DESIGN_CONFIG=/design/flow/config.mk WORK_HOME=/design/flow/orfs finish
$ cat flow/config.mk
export PLATFORM = sky130hd
export DESIGN_NAME = main_proj
export DESIGN_NICKNAME = main_proj
export VERILOG_FILES = /design/flow/design.v
export SDC_FILE = /design/flow/constraint.sdc
export NUM_CORES = 4
export LEC_CHECK = 1
export CORE_UTILIZATION = 40
$ cat flow/constraint.sdc
current_design main_proj

set clk_period 3.5
set clk_io_pct 0.2

create_clock -name clk0 -period $clk_period [get_ports {clk}]

set non_clock_inputs [all_inputs -no_clocks]
set_input_delay [expr $clk_period * $clk_io_pct] -clock clk0 $non_clock_inputs
set_output_delay [expr $clk_period * $clk_io_pct] -clock clk0 [all_outputs]
==> reports/qor.csv <==
metric;value;unit
ys_sh_xor;14.88;%
dp_cells;1657;
mux_share;1.363;%
startpoint;sw0;
yosys.area_share.aoi;18.74;%
viasPerCell;5.504;
overflow;0;
worstSetupPathType;input pin to primary output;
postCtsSetupRepairBufs;0;
path_cells;clkdlybuf4s50_1 > and2_1 > clkdlybuf4s50_1;
cts_buffers;9;
hold_buffers;0;
synth_chip_area;0.01046;mm^2
routedWlPerCell;15.45;um
clk_pin_slew;0.07;ns
cts_tree;yes;
yosysCellCount;1365;
row_count;58;
slew_violations;0;
top_cells_by_count;nor2_1, dfxtp_1, nand2_1;
route.detailed.drc;0;
rr_worst_depth;11;
die_area;0.02680;mm^2
track_usage;20.39;%
synthCells;1365;
rr_endpoint;divider2.counter[17]$_SDFF_PP0_;
n_antenna_cell;0;
netlist_logic_family_top;simple AND/OR/NAND/NOR gates;
fin_hold_ws;0.4207;ns
crit_required;2.80;ns
cts_root_buf;clkbuf_16;
power_density;211.4;mW/mm^2
async_reset_ff_share;0;%
r2r-start;divider2.counter[0]$_SDFF_PP0_;
crit_path_end;outyl1;
crit_slowest_cell;clkdlybuf4s50_1;
simple_gate_share;24.76;%
fillers;2547;
die_y;163.7;um
synth-adder-area-share;5.837;%
ys_ff;148;
grt_max_degree;62;
untimed_endpoints;89;
fin_crit;2.821;ns
ir_drop;0.0002685;V
grt_pass1_wl;43010;um
fp.dieW;163.7;um
status;completed;
place_congestion;0.9557;
cap_violations;0;
dr.pass1.iters;5;
path_max_fanout;9;
initCoreUtil;41.19;%
port_buffers;31;
totalPowerFinal;2.379;mW
antenna_left;0;
yosysUniqueCellTypes;80;
endpoint_kind;primary output;
clock.fmax;354.4;MHz
yosys.area.top_type_share;26.41;%
rsz0062_at_grt;no;
syn_area_per_cell;7.664;um^2
hpwl;18770;um
core;0.02540;mm^2
unclocked_regs;61;
warning_count;35;
start_kind;input pin;
most_common_cell;nor2_1;
finalClockPeriodUsage;80.61;%
area_growth;7.606;%
worst_clock_skew;0.01224;ns
register_area;0.003064;mm^2
logic_area;0.006897;mm^2
stdcell_count;1673;
reg2reg_slack;0.72;ns
area_leaders;dfxtp_1, nor2_1, xor2_1, xnor2_1, ha_1;
grt_pass1_vias;8427;
hp-class;register to register;
syn_area;0.01046;mm^2
crit_top_cell;clkdlybuf4s50_1;
drive_gt1_share;4.319;%
clk-insertion-delay-late;0.34;ns
cts_max_level;3;
synth_seq_share;29.28;%
ff_type;dfxtp_1;
setup_violations;0;
wl;25840;um
ios;36;
yosysTopAreaCell;dfxtp_1;
slew_headroom;37.65;%
vias;9209;
arrival;2.12;ns
drt_iter0_markers;678;
yosys_warnings;8;
cts_max_path_buffers;2;
min_path_cells;1;
hold_viol;0;
antenna_found_initial;1;
worst_pin_slew;0.9267;ns
edf_count;10;
p_leak;4.286;nW
ctsResizeCount;0;
cpPeakStageDelay;0.74;ns
tns;0;ns
==> layer usage <==
| metal | wire (um) | up-vias | global-route usage (%) |
|---|---|---|---|
| met5 | 0 | - | 0 |
| met4 | 550 | 0 | 3.872 |
| met3 | 1263 | 39 | 2.498 |
| met2 | 11500 | 232 | 31.53 |
| met1 | 12530 | 4226 | 31.37 |
| li1 | - | 4712 | - |
==> power breakdown <==
part           switching, mW  internal [mW]  total [mW]  leakage, nW
Combinational          0.182          0.123       0.305         2.89
Clock                  0.430          0.575        1.00        0.156
Sequential            0.0276           1.04        1.07         1.24
Total                  0.640           1.74        2.38         4.29
==> flip-flops by register name (all words and copies together), names as in the netlist <==
signal               flops
G_to_Y_delay             8
c1.pre_count             8
divider05.clock_out      1
divider1.clock_out       1
f1.state                 3
f1.next_state            2
divider05.counter       28
c2.pre_count             8
Y_to_R_delay             8
f1.counter               8
divider2.counter        28
divider1.counter        28
c2.count                 8
divider2.clock_out       1
c1.count                 8
==> critical path, delay by kind of cell <==
kind	cells	cell delay, ns
buffers and inverters	2	1.20
AND/OR/NAND/NOR	1	0.22
==> through the flow <==
step / setup WS, ns / util, % / instance area (um^2)
2_1_floorplan: 0.8415 / - / 10480
3_3_place_gp: 0.7092 / 43.07 / 10940
3_5_place_dp: 0.6774 / 43.07 / 10940
4_1_cts: 0.6581 / 44.32 / 11260
5_1_grt: 0.3949 / 44.32 / 11260
6_report: 0.6787 / 44.32 / 11260
==> cells by family (layout without fill, tap and decap cells) <==
family,Yosys count,in the layout
fa+ha+maj,47,47
compound gates,305,305
simple gates,553,553
mux,14,14
flops,148,148
buf+inv,129,101
xor+xnor,168,168
other cells,1,7
==> worst min path at each step <==
stage	from	to	slack, ns
CTS	divider2.counter[27]$_SDFF_PP0_	divider2.clock_out$_DFF_P_	0.43
global route	divider1.counter[27]$_SDFF_PP0_	divider1.clock_out$_DFF_P_	0.45
finish	divider1.counter[27]$_SDFF_PP0_	divider1.clock_out$_DFF_P_	0.42
==> cell type report <==
type	count	share of cell area [%]
Timing Repair Buffer	45	3.690
Multi-Input combinational cell	1094	61.27
Clock buffer	9	2.001
Sequential cell	148	27.22
Tap cell	330	3.668
Inverter	40	1.334
Clock inverter	7	0.8225
==> cell usage in the layout, fill, tap and decap left out, types with 10 or more instances in the layout <==
cell type / count
xor2_1: 86
nand4_1: 16
o21ai_1: 11
edfxtp_1: 10
a31oi_1: 18
a21o_1: 13
mux2i_1: 12
nor2_1: 218
nand3_1: 59
buf_4: 14
o211ai_1: 10
a21oi_1: 95
nor3_1: 31
clkdlybuf4s50_1: 31
nor4_1: 15
dfxtp_1: 137
inv_1: 39
nor2b_1: 15
nand2b_1: 17
o21ai_0: 55
a211oi_1: 12
xnor2_1: 75
ha_1: 44
nand2_1: 113
and3_1: 20
No activity file was given, so power comes from the tool's default toggle rates.
